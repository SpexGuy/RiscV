File: flow/run.sh
#!/bin/bash
# OpenROAD 26Q1-2900-gdf79404cd8, Yosys 0.63+post, stock flow scripts
make -C /OpenROAD-flow-scripts/flow DESIGN_CONFIG=/design/flow/config.mk WORK_HOME=/design/flow/orfs finish
File: flow/config.mk
export PLATFORM = sky130hd
export DESIGN_NAME = alu
export DESIGN_NICKNAME = alu
export VERILOG_FILES = /design/flow/design.v
export SDC_FILE = /design/flow/constraint.sdc
export NUM_CORES = 4
export LEC_CHECK = 1
export CORE_UTILIZATION = 30
File: flow/constraint.sdc
current_design alu

set clk_period 12.5
set clk_io_pct 0.2

create_clock -name clk0 -period $clk_period

set non_clock_inputs [all_inputs -no_clocks]
set_input_delay [expr $clk_period * $clk_io_pct] -clock clk0 $non_clock_inputs
set_output_delay [expr $clk_period * $clk_io_pct] -clock clk0 [all_outputs]
File: flow/design.v
module alu(
    input [31:0] a,  
    input [31:0] b,  
    input [2:0] op,  
    input rev,       
    output logic [31:0] result
    );
    logic signed [31:0] signed_a;
    logic signed [31:0] signed_b;
    logic signed [31:0] adder_b;
    logic signed [31:0] sum;
    logic signed [31:0] shift_right;
    assign signed_a = a;
    assign signed_b = b;
    assign adder_b = {32{rev}} ^ signed_b;
    assign sum = signed_a + adder_b + rev;
    assign shift_right = rev ? (signed_a >>> b[4:0]) : (signed_a >> b[4:0]);
    always @(*) begin
        result = 32'hXXXXXXXX;
        case (op)
        3'b000: result = sum;
        3'b001: result = a << b[4:0];
        3'b010: result = (signed_a < signed_b) ? 1 : 0;
        3'b011: result = (a < b) ? 1 : 0;
        3'b100: result = a ^ b;
        3'b101: result = shift_right;
        3'b110: result = a | b;
        3'b111: result = a & b;
        endcase
    end
endmodule
==> summary.txt <==
From the run reports.

- The final routed DRC violation total is 0.
- The maximum ir drop on the vdd rail is 0.0000219 V.
- The sort of element at the start of the critical path reads a primary input.
- The first-pass detailed-route iteration total is 5.
- The post-CTS setup-driven buffer insertion count reads 0.
- The number of cell rows is 62.
- The register share after synthesis is 0.
- The family with the most delay on the worst path is buffers and inverters.
- The Yosys chip area reads slightly below 0.009 mm2.
- Derived from the worst setup path, the maximum achievable clock frequency is 113 MHz.
- The worst hold-check path type is primary input to primary output.
- The share of total power dissipated in sequential elements is 0.
- The via count of the first global-routing pass is just over 9k.
- During placement, the flow inserted port buffers numbering 100.
- The gate count of the mapped netlist is 1224.
- The internal power component reads 200 uW.
- The switching power as a share of total power is 0.598.
- The count of placed standard cells in the final layout, fillers left out is around 1.6k.
- Per STA, the worst path is made up of buf_2, buf_4, xor2_1, ha_1, a21oi_1, o211ai_1, a2111o_1, nor3_1, o41ai_4, xnor2_1, a21oi_1, clkdlybuf4s50_1.
- The power density over cell area is 49.9 mW/mm2.
- The mean number of vias per cell is between 5 and 6.
- The global-route wire length before repair is 57.8 mm.
- The share of the core filled by cells before placement is 0.308.
- The total wire length after detailed routing reads 37.7 mm.
- The worst path buffer plus inverter count is 3.
- Max-slew check failures listed in the final report amount to 0.
- The final worst-path cycle share reads 0.706.
- The proportion of layout cells with a drive suffix above 1 reads 0.0873.
- The mean instance size in the synthesized netlist reads about 7.3 um2.
- The sum of negative setup slack reads 0 ns.
- The number of gates resized after cts reads 0.
- The worst-case headroom to the max-slew limit reads 0.365.
- Total global-route track usage over all layers is 0.253.
- The cell area after synthesis is 0.00892 mm2.
- The signed area change from the synthesized netlist to the final layout is 11.8%.
- The worst endpoint data arrival time is between 6 and 7 ns.
- The number of nets with antenna violations after detailed routing reads 0.
- The leftover overflow at the end of global routing is 0.
- After synthesis, the cell types taking the most area are ha_1 (18%), mux4_2 (12%), mux2i_1 (7.1%).
- The transition time recorded at the tightest slew-check pin is about 0.94 ns.
- The total of warnings raised by yosys is 1.
- The critical path capture point type is a primary output.
- The OpenROAD report gives the critical path a required time of 10.00 ns.
- The slowest stage of the critical path belongs to the cell buf_4.
- The tally of clock buffers in the finished layout is 0.
- The maximum fanout count along the critical path reads 42.
- The overall chip area reads 0.0304 mm2.
- Summed over all cells, the static leakage comes to 0.00418 uW.
- The flip-flop and latch count is 0.
- The routed design ends up with an antenna cell count of 0.
- The post-detailed-placement half-perimeter wirelength reads 29.8 mm.
- The critical path start-end classification is primary input to primary output.
- The switching power summed over all nets reads around 300 uW.
- Of the total power, combinational logic draws 1.000.
- The largest net degree at the start of global routing is 66.
- The clock period minus worst slack is a little under 9 ns.
- The starting DRC count in detailed routing reads 974.
- The area occupied by registers is 0 um2.
- The number of standard cells reported by yosys is 1224.
- The number of max-capacitance violations reported reads 0.
- The count of hold buffers inserted by post-cts repair reads 0.
- The number of placed I/O pins is 100.
- The critical path's most frequent cell is a21oi_1.
- The count of tool warnings reads 97.
- The final setup violation count is 0.
- The run finished with clean final reports.
- The floorplan step set the die width to 174 um.
- The longest individual stage delay on the worst path is about 0.60 ns.
- The fraction of post-synthesis cell area in the top cell type by area is 0.178.
- The placeable core area reads between 0.02 and 0.03 mm2.
- The average wire per standard cell is ~23 um.
- The clock network fraction of total power reads 0.
- The cell count after placement is 1632.
- The die height is between 150 and 200 um.
- Setup repair after global routing left no endpoint under its margin.
- The congestion estimate from routability-driven global placement came to approximately 1.
- The post-synthesis cell type with the largest combined area is ha_1.
- The final number of hold-violating endpoints is 0.
- Per the detail_route report, the via count comes to between 9k and 10k.
- The number of antenna violations at the first check in global routing is 0.
- The post-synthesis cell type count is 84.
[cells by family after synthesis]
| group | after synthesis | synth area share |
|---|---|---|
| and+or+nand+nor | 355 | 0.183 |
| xor gates and xnor gates | 53 | 0.0520 |
| adders and majority gates | 128 | 0.180 |
| buffers and inverters | 181 | 0.0960 |
| muxes | 127 | 0.212 |
| AOI/OAI and AO/OA | 380 | 0.277 |
[per-stage QoR]
step | setup slack (ns) | total power (uW) | hold WS, ns | area (um2) | util
after floorplan | 4.46 | 319 | 5.23 | 8920 | -
after global placement | 3.73 | 491 | 6.15 | 9980 | 0.344
after detailed placement | 3.74 | 488 | 6.16 | 9980 | 0.344
after CTS | 3.72 | 492 | 6.16 | 9980 | 0.344
after global routing | 3.48 | 541 | 6.23 | 9980 | 0.344
final | 3.67 | 498 | 6.17 | 9980 | 0.344
[layout by cell type, fill, tap and decap left out, types with 13 or more instances in the layout]
cell | netlist | layout
a21oi_1 | 120 | 120
buf_4 | 11 | 20
clkdlybuf4s50_1 | 0 | 93
ha_1 | 127 | 127
inv_1 | 83 | 82
mux2_2 | 15 | 15
mux2i_1 | 63 | 63
mux4_2 | 47 | 47
nand2_1 | 82 | 82
nand3_1 | 26 | 26
nand4_1 | 16 | 16
nor2_1 | 136 | 136
nor3_1 | 37 | 37
o211ai_1 | 19 | 19
o21ai_0 | 72 | 72
o21ai_1 | 16 | 16
o22ai_1 | 13 | 13
xnor2_1 | 13 | 13
xor2_1 | 40 | 40
[power groups by stage]
| stage | Combinational, uW | Clock [uW] | Sequential (uW) |
|---|---|---|---|
| final | 498 | 0 | 0 |
| after global routing | 541 | 0 | 0 |
| after CTS | 492 | 0 | 0 |
[worst paths after layout]
path / from / end / slack, ns / depth (start not counted)
setup / recovery: rev / result[23] / 3.67 / 12
hold / removal: b[3] / result[21] / 6.17 / 5
[routing by layer]
| layer | share of wire | global-route usage |
|---|---|---|
| met4 | 0.031 | 0.0643 |
| met1 | 0.44 | 0.368 |
| met2 | 0.45 | 0.395 |
| met3 | 0.078 | 0.0323 |
| met5 | 0 | 0 |
[area by class of cell]
type | count | area [um2]
Timing Repair Buffer | 119 | 1110
Inverter | 86 | 323
Tap cell | 384 | 480
Fill cell | 3105 | 19000
Multi-Input combinational cell | 1043 | 8070
[cells in the mapped netlist (4+ instances only)]
library cell,number
and3_1,4
nand4_1,16
o221ai_1,11
nand2b_1,11
xor2_1,40
o21bai_1,11
a211o_1,6
nand3_1,26
a2111o_1,4
xnor2_1,13
o211a_1,4
a21o_1,10
clkbuf_8,5
a22o_1,12
o22ai_1,13
o31ai_1,8
nor2_1,136
ha_1,127
buf_4,11
o21ai_0,72
buf_6,8
or4_1,5
buf_1,8
buf_2,16
mux4_2,47
o21ai_1,16
nor2b_1,5
a21oi_1,120
o211ai_1,19
inv_1,83
nor4_1,5
or3_1,10
a22oi_1,11
a31oi_1,8
nor3_1,37
mux2_2,15
nand2_1,82
clkbuf_1,46
mux2i_1,63
a211oi_1,12
Power and IR drop assume default switching activity.
