<file path="run.sh">
#!/bin/bash
# OpenROAD 26Q1-2900-gdf79404cd8, Yosys 0.63+post, stock flow scripts
make -C /OpenROAD-flow-scripts/flow DESIGN_CONFIG=/design/flow/config.mk WORK_HOME=/design/flow/orfs finish
</file>
<file path="config.mk">
export PLATFORM = sky130hd
export DESIGN_NAME = regfile
export DESIGN_NICKNAME = regfile
export VERILOG_FILES = /design/flow/design.v
export SDC_FILE = /design/flow/constraint.sdc
export NUM_CORES = 4
export LEC_CHECK = 1
export CORE_UTILIZATION = 30
</file>
<file path="constraint.sdc">
current_design regfile

set clk_period 13.7
set clk_io_pct 0.2

create_clock -name clk0 -period $clk_period [get_ports {clk}]

set non_clock_inputs [all_inputs -no_clocks]
set_input_delay [expr $clk_period * $clk_io_pct] -clock clk0 $non_clock_inputs
set_output_delay [expr $clk_period * $clk_io_pct] -clock clk0 [all_outputs]
</file>
<file path="design.v">
module regfile(
    input clk,  
    input rst_n,  
    input [4:0] rs1_id,  
    input [4:0] rs2_id,  
    output wire [31:0] rs1_data,  
    output wire [31:0] rs2_data,  
    input [4:0] rd_id,  
    input [31:0] rd_data  
    );
    reg [31:0] data[31:1];
    always @(posedge clk or negedge rst_n) begin
        if (!rst_n) begin
            for (int c = 1; c < 32; c++) begin
                data[c] <= 0;
            end
        end else begin
            if (rd_id != 0) begin
                data[rd_id] <= rd_data;
            end
        end
    end
    assign rs1_data = rs1_id == 0 ? 0 : data[rs1_id];
    assign rs2_data = rs2_id == 0 ? 0 : data[rs2_id];
endmodule
</file>
==> COMMIT_EDITMSG <==
Update PnR metrics after Yosys + OpenROAD run

- The violation tally recorded at the end of detailed-routing iteration 0 is 6364.
- Synthesized instance count: 4293
- The report counts max-capacitance violations totalling 0.
* Mapped Avg Cell Area: 11.9 um^2
- Areal power density over the cells: 153 nW/um^2
- Routed wire length: 291000 um
- RD Place Congestion: 1.10
- The number of warnings reported in the stage logs is 30.
- The launch point of the worst register-to-register path is recorded as data[24][3].
- Critical path arrival: 7.57 ns
- The initial antenna violation count was 28.
- As logged by OpenROAD, the buffers inserted on ports number 112.
* Number of buffers between clock root and the deepest sink: 3
- Per the OpenROAD floorplan log, the width of the die is 415 um.
* Final worst clock skew: 0 ns
- H-Tree Level Count: 3
- Max Fanout on Critical Path: 30
- Series of cell instances along the critical path: buf_2 -> buf_4 -> nand3b_1 -> buf_4 -> nor2_4 -> buf_4 -> a22o_1 -> a221oi_1 -> and3_1 -> a31oi_1 -> clkdlybuf4s50_1
* Internal reg-to-reg setup slack: 12.71 ns
* Wire length of the first global-routing pass: 391000 um
* Cell total in the yosys stat output: 4293
* CP max stage delay: 0.73 ns
- The highest supply drop recorded on VDD is 0.0951 mV.
* Cell Rows: 151
- Floorplan core density: 0.302
- Clock transition at path regs: 0.06 ns
- Cell type with the largest total area after synthesis: dfrtp_1
- Post-cts gate resize count: 0
- Relative slew margins: 0.281
* Buffer type at the clock tree root: clkbuf_16
- Yosys warning tally: 2
- Hold Path End: data[30][14]
* Leakage dissipation: 24.1 nW
- Quantity of hold-fixing buffers added after cts: 0
* Die area: 172000 um^2
- Via count of the first global-routing pass: 44300
* Routed vias/inst: 6.86
- Recorded from the global router log, the overflow total was 0.
- Post-CTS setup-driven buffer insertion count: 0
- Register with the most flip-flops: data
- Final hold analysis gives a worst-case slack of 0.532 ns.
- The first detailed-routing pass ran for 10 iterations.
- Critical Path Sink Type: primary output
- Crit path required time: 10.96 ns
* Average detailed-routed wire length per instance: 43.5 um
- Fraction of final layout cells sized beyond drive strength 1: 0.360
- Post-synthesis, Yosys gives the total cell area as 51200 um^2.
- Worst slew pin tran: 1.08 ns
- According to the floorplan report, the die height is 415 um.
- The synthesis report names the predominant flop master as dfrtp_1.
- Placed wire-length estimate: 179000 um
- Netlist area before placement: 51200 um^2
- Flip-flop count of the largest register, all copies and words added: 992
- TritonCTS clock tree: yes
* CP Launch Point: rs1_id[3]
- In the finished design, the share of the clock period the worst path needs comes to 0.752.
* Most repeated library cell on the critical path: buf_4
- Yosys mapped a number of flops with a built-in enable equal to 0.
- Fraction of synthesized cell area taken by the top area cell type: 0.484
- Number of top-level design ports: 113
- Util after Layout: 0.349
* Worst flop-to-flop path endpoint: data[24][3]
- The post-synth register bit count is 992.
- Cts bufs inserted: 108
- Maximum clock rate: 97.0 MHz
- Worst hold path cell count: 1
- The later pin in the worst-skew pair is clocked with a latency of 0.77 ns.
- After detailed routing, the number of remaining DRC violations is 0.
- Portion of the post-synthesis area used by sequential elements: 0.484
- Endpoints with negative setup slack in the final report add up to 0.
- Min-delay worst type: reg2reg
- STA lists the startpoint of the worst hold path as data[30][14].
- Regs by FF count: data (992)
- RSZ-0062 raised after global routing: false
- Post-detailed-route count of antenna-violating nets: 0
- For this run, asynchronously set or reset flops after synthesis account for 1.00.
* Post-route cell area: 59200 um^2
- Entering global routing, the biggest net connects 112 pins.
* Post-detailed-placement cell area: 55400 um^2
- STA classifies the critical path startpoint as an input pin.
- Per the layout report, the design carries 16300 filler cells.
- After routing, the total negative slack on setup checks comes to 0 ns.
* Post-synthesis cell type count: 77
- Synthesis-to-finish area growth: 15.4%
- Shortest period the worst path allows: 10.31 ns
- Worst Reg-to-Reg Cells: 1
* Core Region: 169000 um^2
- The slowest stage of the critical path is the nor2_4 cell.
* Count of vias placed by the detailed router: 45900
- The CTS log lists the clock sinks for this run as 992.
- Hold-check failures listed in the final report amount to 0.
* Number of slew-limit violations in the final report: 0
* Critical path class: in2out
- For reference, the top cells by area after synthesis are dfrtp_1 48%, mux2_2 22%, a22oi_1 8.0%.
- All-Layer GR Usage: 0.343
* Run status: finished clean
-- worst max-delay path by stage --
stage,to,slack [ns]
after global routing,rs1_data[12],3.69
final,rs1_data[6],3.39
after CTS,rs1_data[6],3.90
-- worst max-delay path, delay by kind of cell --
kind,cells,cell delay [ns]
and+or+nand+nor,3,1.39
buffers and inverters,5,2.49
AOI/OAI and AO/OA,3,0.88
-- cells by family after synthesis --
family,Yosys count,synth area share
simple gates,656,0.0712
buf+inv,431,0.0424
mux,1126,0.245
compound gates,1088,0.157
flops,992,0.484
-- power by group --
group / leakage (nW) / switching [mW] / internal, mW
logic: 10.1 / 0.781 / 0.805
clock network: 1.81 / 1.32 / 1.79
registers: 12.2 / 0.720 / 3.62
total: 24.1 / 2.82 / 6.21
-- routing by layer --
metal  track usage  share of wire  wire (um)
met1         0.395           0.34      97900
met2         0.446           0.39     113000
met3         0.228           0.17      49000
met4         0.255           0.10      30100
met5        0.0189         0.0019        564
-- cells in the final DEF, fill, tap and decap left out, types with 43 or more instances in the layout --
cell	netlist	layout
a22o_1	84	84
mux2_2	1021	1021
a22oi_1	549	549
dfrtp_1	992	992
clkbuf_16	0	111
nor2_1	115	83
o21ai_0	43	43
nor3_1	61	57
nand2_1	165	153
a221oi_1	63	63
nand4_1	75	75
clkdlybuf4s50_1	0	101
buf_4	55	261
a31oi_1	52	52
nor2_4	9	48
mux2i_1	102	102
a21oi_1	136	136
-- layout make-up --
class	count	area [um^2]	share of cell area
antenna	39	97.6	0.00165
clock buffer	142	3080	0.0521
clock inverter	55	628	0.0106
inverter	11	41.3	0.000698
multi-input combinational	2870	24700	0.417
sequential	992	24800	0.420
tap	2218	2780	0.0469
timing repair buffer	369	3050	0.0515
-- through the flow --
| stage | worst slack, ns | power, mW | cells |
|---|---|---|---|
| 6_report | 3.39 | 9.03 | 6696 |
| 5_1_grt | 3.69 | 9.27 | 6660 |
| 4_1_cts | 3.90 | 8.95 | 6657 |
| 3_5_place_dp | 3.90 | 5.87 | 6460 |
| 3_3_place_gp | 3.94 | 5.84 | 6460 |
| 2_1_floorplan | 6.84 | 5.02 | 4293 |
-- cells in the mapped netlist (7+ instances only) --
master,instances
a221oi_1,63
a211oi_1,13
nand2_1,165
nand4_1,75
nand3b_1,10
a2111oi_0,12
buf_6,16
clkbuf_1,146
a222oi_1,27
a32oi_1,27
buf_1,39
o22ai_1,18
nor2b_1,25
buf_2,162
nor2_2,17
o21ai_0,43
a22o_1,84
nor3_1,61
mux2_2,1021
a22oi_1,549
nor2_8,7
nor2_4,9
a21oi_1,136
dfrtp_1,992
and4_1,13
and3_1,36
nor2_1,115
nor4_1,20
inv_1,10
a221o_1,7
buf_4,55
nand2b_1,15
nand3_1,35
a31oi_1,52
mux2i_1,102
Power figures rest on the tool's default switching activity, not on a simulated workload.
